==> /design/flow/design.v <==
module scan_display(
    clk    ,   
    rst_n  ,   
    select ,   
    segment    
);
    input               clk    ;
    input               rst_n  ;
    output  reg  [3:0]  select ;
    output  reg  [3:0]  segment;
            reg         clk0   ;
            reg  [95:0] cnt    ;
    always @(posedge clk or negedge rst_n)
    begin
        if (!rst_n)
            begin
                cnt <= 0;
            end
        else if (cnt >= 32)
            begin
                cnt <= 0;
            end
        else
            begin
                cnt <= cnt + 1'b1;
            end
    end
    always @(posedge clk or negedge rst_n)
    begin
        if (!rst_n)
            begin
                clk0 <= 0;
            end
        else if (cnt == 32)
            begin
                clk0 <= ~clk0;
            end
    end
    always @(posedge clk0 or negedge rst_n)
    begin
        if (!rst_n)
            begin
                select <= 4'b0000;
            end
        else
            begin
                case (select)
                    4'b1000:
                        begin
                            select <= 4'b0100;
                        end
                    4'b0100:
                        begin
                            select <= 4'b0010;
                        end
                    4'b0010:
                        begin
                            select <= 4'b0001;
                        end
                    4'b0001:
                        begin
                            select <= 4'b1000;
                        end
                    default: select <= 4'b1000;
                endcase
            end
    end
    always @(*)
    begin
        if (!rst_n)
            begin
                segment <= 4'b0000;
            end
        else
            begin
                case (select)
                    4'b1000:
                        begin
                            segment <= 4'b0001;
                        end
                    4'b0100:
                        begin
                            segment <= 4'b0010;
                        end
                    4'b0010:
                        begin
                            segment <= 4'b0011;
                        end
                    4'b0001:
                        begin
                            segment <= 4'b0100;
                        end
                    default: segment <= 4'b0000;
                endcase
            end
    end
endmodule
module seven_segment_decoder(
    din    ,   
    ib_n   ,   
    lt_n   ,   
    rbi_n  ,   
    rbo_n  ,   
    seg_out,   
    dp_out ,   
    select     
);
    input        [3:0]  din    ;   
    input               ib_n   ;   
    input               lt_n   ;   
    input               rbi_n  ;   
    output  reg         rbo_n  ;   
    output  reg  [6:0]  seg_out;   
    output  reg         dp_out ;   
    output  reg         select = 1'b1;   
    always @(*)
    begin
        if (ib_n == 1'b0)
            begin
                rbo_n = 1'b1;
            end
        else if (lt_n == 1'b0)
            begin
                rbo_n = 1'b1;
            end
        else if ((rbi_n == 1'b0) && (din == 4'b0000))
            begin
                rbo_n = 1'b0;
            end
        else
            begin
                rbo_n = 1'b1;
            end
    end
    always @(*)
    begin
        if (ib_n == 1'b0)
            begin
                seg_out = 7'b0000000;
            end
        else if (lt_n == 1'b0)
            begin
                seg_out = 7'b1111111;
            end
        else if ((rbi_n == 1'b0) && (din == 4'b0000))
            begin
                seg_out = 7'b0000000;
            end
        else
            begin
                case (din)
                    4'b0000: seg_out = 7'b1111110;
                    4'b0001: seg_out = 7'b0110000;
                    4'b0010: seg_out = 7'b1101101;
                    4'b0011: seg_out = 7'b1111001;
                    4'b0100: seg_out = 7'b0110011;
                    4'b0101: seg_out = 7'b1011011;
                    4'b0110: seg_out = 7'b1011111;
                    4'b0111: seg_out = 7'b1110000;
                    4'b1000: seg_out = 7'b1111111;
                    4'b1001: seg_out = 7'b1110011;
                    4'b1010: seg_out = 7'b0001101;
                    4'b1011: seg_out = 7'b0011001;
                    4'b1100: seg_out = 7'b0100011;
                    4'b1101: seg_out = 7'b1001011;
                    4'b1110: seg_out = 7'b0001111;
                    4'b1111: seg_out = 7'b0000000;
                    default  seg_out = 7'b0000000;
                endcase
            end
    end
    always @(*)
    begin
        if (ib_n == 1'b0)
            begin
                dp_out = 1'b0;
            end
        else if (lt_n == 1'b0)
            begin
                dp_out = 1'b1;
            end
        else if ((rbi_n == 1'b0) && (din == 4'b0000))
            begin
                dp_out = 1'b0;
            end
        else
            begin
                dp_out = 1'b0;
            end
    end
endmodule
module scan_top(
    clk    ,
    rst_n  ,
    select ,
    rbo_n  ,   
    seg_out,   
    dp_out     
);
    input          clk    ;
    input          rst_n  ;
    output  [3:0]  select ;
    output         rbo_n  ;
    output  [6:0]  seg_out;
    output         dp_out ;
    wire    [3:0]  segment;
    scan_display u_scan_display(
        .clk     ( clk     ),
        .rst_n   ( rst_n   ),
        .select  ( select  ),
        .segment ( segment )
    );
    seven_segment_decoder u_seven_segment_decoder(
        .din     ( segment   ),
        .ib_n    ( 1'b1      ),
        .lt_n    ( 1'b1      ),
        .rbi_n   ( 1'b1      ),
        .rbo_n   ( rbo_n     ),
        .seg_out ( seg_out   ),
        .dp_out  ( dp_out    )
    );
endmodule
==> /design/flow/run.sh <==
#!/bin/bash
# OpenROAD 26Q1-2900-gdf79404cd8, Yosys 0.63+post, stock flow scripts
make -C /OpenROAD-flow-scripts/flow DESIGN_CONFIG=/design/flow/config.mk WORK_HOME=/design/flow/orfs finish
==> /design/flow/config.mk <==
export PLATFORM = sky130hd
export DESIGN_NAME = scan_top
export DESIGN_NICKNAME = scan_top
export VERILOG_FILES = /design/flow/design.v
export SDC_FILE = /design/flow/constraint.sdc
export NUM_CORES = 4
export LEC_CHECK = 1
export CORE_UTILIZATION = 50
==> /design/flow/constraint.sdc <==
current_design scan_top

set clk_period 2.3
set clk_io_pct 0.2

create_clock -name clk0 -period $clk_period [get_ports {clk}]

set non_clock_inputs [all_inputs -no_clocks]
set_input_delay [expr $clk_period * $clk_io_pct] -clock clk0 $non_clock_inputs
set_output_delay [expr $clk_period * $clk_io_pct] -clock clk0 [all_outputs]
==> impl_metrics.env <==
# physical design summary
export IMPL_yosysSeqAreaShare_pct=81.95
export IMPL_clk_pin_slew_ps=90
export IMPL_drv_slew=0
export IMPL_ys_cells=185
export IMPL_area_growth_pct=26.37
export IMPL_unclocked_regs=4
export IMPL_worst_pin_slew_ps=666.5
export IMPL_skew_ps=9.902
export IMPL_n_antenna_cell=0
export IMPL_layout_top_cell="dfrtp_1"
export IMPL_root_buffer="clkbuf_8"
export IMPL_holdBufCountCts=0
export IMPL_core_um2=5921
export IMPL_hp_class="input pin to async pin"
export IMPL_avgSynthCellArea_um2=16.67
export IMPL_syn_inst=185
export IMPL_grt_ovfl_total=0
export IMPL_clock_latency_late_pin_ps=350
export IMPL_antenna_found_initial=0
export IMPL_ir_worst_vdd_mv=0.6090
export IMPL_reg2reg_slack_ps=570
export IMPL_finalNonFillerCells=380
export IMPL_untimed_endpoints=8
export IMPL_cts_buffer_depth=2
export IMPL_htreeDepth=3
export IMPL_io_pins=15
export IMPL_fp_util_pct=52.09
export IMPL_cap_violations=0
export IMPL_io_buffers=12
export IMPL_status="completed"
export IMPL_drc=0
export IMPL_reg2reg_depth=5
export IMPL_leakagePower_nw=1.847
export IMPL_r2r_start="u_scan_display.cnt[15]$_DFF_PN0_"
export IMPL_rsz0062_at_grt="no"
export IMPL_critPathMaxFanout=6
export IMPL_synth_edff_count=0
export IMPL_synth_yosys_warnings=2
export IMPL_drive_gt1_share_pct=9.836
export IMPL_rr_endpoint="u_scan_display.cnt[5]$_DFF_PN0_"
export IMPL_synth_flops=101
export IMPL_grt_max_degree=58
export IMPL_setup_viol=0
export IMPL_grt_util_all_layers_pct=13.28
export IMPL_wl_per_cell_um=9.184
export IMPL_critPathArrivalTime_ps=1770
export IMPL_hold_viol_final=0
export IMPL_fmax_mhz=447.6
export IMPL_ant_nets=0
export IMPL_synthArstFlopShare_pct=100.0
export IMPL_dp_worst_setup_slack_ps=-13.81
export IMPL_place_gp_congestion=0.7383
export IMPL_drt_pass1_iter_count=3
export IMPL_syn_cell_area_um2=3084
export IMPL_post_route_period_util_pct=97.13
export IMPL_grt_pass1_wl_um=6044
export IMPL_finalCriticalPeriod_ps=2234
export IMPL_worst_setup_path_start_kind="input pin"
export IMPL_cts_tree="done"
export IMPL_rows=28
export IMPL_finalCoreUtilization_pct=65.83
export IMPL_drt_wl_total_um=3490
export IMPL_tool_warnings=31
export IMPL_yosysChipArea_um2=3084
export IMPL_die_w_um=80.54
export IMPL_die_height_um=80.54
export IMPL_numCtsBuffers=9
export IMPL_crit_type="input pin to output port"
export IMPL_finalWorstSetupSlack_ps=65.94
export IMPL_synthFlopType="dfrtp_1"
export IMPL_dp_cells=364
export IMPL_hold_ws_ps=211.2
export IMPL_ys_types=21
export IMPL_fin_tns_setup_ps=0
export IMPL_viasPerCell=3.939
export IMPL_grt_pass1_vias=1359
export IMPL_chipArea_um2=6487
export IMPL_vias=1497
export IMPL_dp_hpwl_um=2196
export IMPL_worst_setup_path_end_kind="output port"
export IMPL_layout_top_cells="dfrtp_1, conb_1, nor4_1"
export IMPL_required_ps=1840
export IMPL_powerDensity_nw_per_um2=797.3
export IMPL_first_iter_violations=29
export IMPL_maxSlewHeadroom_pct=55.57
-- routing by layer --
metal | routed length (um) | vias up | global-route usage, %
met5 | 0 | - | 0
met4 | 90 | 0 | 3.036
met3 | 117 | 8 | 3.230
met2 | 1491 | 21 | 18.31
met1 | 1790 | 698 | 23.76
li1 | - | 770 | -
-- power by group --
| group | internal (mW) | switching, mW | total [mW] |
|---|---|---|---|
| registers | 1.78 | 0.0218 | 1.81 |
| clock network | 0.657 | 0.568 | 1.23 |
| logic | 0.0206 | 0.0560 | 0.0766 |
| total | 2.46 | 0.646 | 3.11 |
-- kinds of logic (layout without fill, tap and decap cells) --
| kind of cell | count (synthesis) | after routing | synth area share, % |
|---|---|---|---|
| xor+xnor | 4 | 4 | 1.136 |
| simple gates | 57 | 57 | 11.08 |
| flops | 101 | 101 | 81.95 |
| other cells | 2 | 92 | 0.2435 |
| mux | 2 | 2 | 0.6491 |
| fa+ha+maj | 8 | 8 | 3.246 |
| buf+inv | 8 | 38 | 1.217 |
| compound gates | 3 | 3 | 0.4867 |
-- how the worst max path moves through the flow --
stage | startpoint | endpoint
4_1_cts | rst_n | seg_out[5]
5_1_grt | rst_n | seg_out[5]
6_report | rst_n | seg_out[5]
-- Yosys cell counts, types with 3 or more instances --
cell     count  area, um^2
nor4_1      22       137.6
nand2_1      6       22.52
dfrtp_1    101        2527
nor4b_1      3       26.28
nand3_1      4       20.02
nand4_1      5       31.28
inv_1        5       18.77
o21ai_0      3       15.01
ha_1         8       100.1
nor2_1      10       37.54
-- repair_timing --
| item | in CTS | in global routing |
|---|---|---|
| buffers inserted | 0 | 0 |
| resized | 1 | 4 |
| setup endpoints to repair | 3 | 3 |
-- layout make-up --
cell class,instances,area (um^2)
Sequential cell,101,2527
Fill cell,436,2023
Tap cell,75,93.84
Clock buffer,10,137.6
Inverter,5,18.77
Multi-Input combinational cell,166,864.6
Timing Repair Buffer,17,158.9
Clock inverter,6,96.34
-- registers in the layout (all words and copies together), names as in the netlist --
name                   flops
u_scan_display.cnt        96
u_scan_display.select      4
u_scan_display.clk0        1
-- per-stage QoR --
step           cell area, um^2  power [mW]
2_1_floorplan             3422       1.862
3_3_place_gp              3652       1.915
3_5_place_dp              3652       1.919
4_1_cts                   3890       3.150
5_1_grt                   3897       3.238
6_report                  3897       3.107
-- critical path, stage by stage --
cell and delay (ps):
buf_4 110, nand2_1 50, or4_4 470, or2_2 290, clkdlybuf4s50_1 390
Power figures rest on the tool's default switching activity, not on a simulated workload.
