File: flow/run.sh
#!/bin/bash
# OpenROAD 26Q1-2900-gdf79404cd8, Yosys 0.63+post, stock flow scripts
make -C /OpenROAD-flow-scripts/flow DESIGN_CONFIG=/design/flow/config.mk WORK_HOME=/design/flow/orfs finish
File: flow/config.mk
export PLATFORM = sky130hd
export DESIGN_NAME = select
export DESIGN_NICKNAME = select
export VERILOG_FILES = /design/flow/design.v
export SDC_FILE = /design/flow/constraint.sdc
export NUM_CORES = 4
export LEC_CHECK = 1
export CORE_AREA = 10 10 70 70
export DIE_AREA = 0 0 80 80
File: flow/constraint.sdc
current_design select

set clk_period 1.0
set clk_io_pct 0.2

create_clock -name clk0 -period $clk_period

set non_clock_inputs [all_inputs -no_clocks]
set_input_delay [expr $clk_period * $clk_io_pct] -clock clk0 $non_clock_inputs
set_output_delay [expr $clk_period * $clk_io_pct] -clock clk0 [all_outputs]
File: flow/design.v
module select(
    button_add,
    button_cmp,
    button_max,
    button_min,
    add_h     ,
    add_l     ,
    cmp_h     ,
    cmp_l     ,
    max_h     ,
    max_l     ,
    min_h     ,
    min_l     ,
    out_h     ,
    out_l     ,
);
    input         button_add;
    input         button_cmp;
    input         button_max;
    input         button_min;
    input  [3:0]  add_h;
    input  [3:0]  add_l;
    input  [3:0]  cmp_h;
    input  [3:0]  cmp_l;
    input  [3:0]  max_h;
    input  [3:0]  max_l;
    input  [3:0]  min_h;
    input  [3:0]  min_l;
    output  reg  [3:0]  out_h;
    output  reg  [3:0]  out_l;
    always @(*)
    begin
        if (button_add == 1'b1)
            begin
                {out_h, out_l} = {add_h, add_l};
            end
        else if (button_cmp == 1'b1)
            begin
                {out_h, out_l} = {cmp_h, cmp_l};
            end
        else if (button_max == 1'b1)
            begin
                {out_h, out_l} = {max_h, max_l};
            end
        else if (button_min == 1'b1)
            begin
                {out_h, out_l} = {min_h, min_l};
            end
        else
            begin
                {out_h, out_l} = 8'b00000000;
            end
    end
endmodule
==> run summary <==
Results of the run.

There are 0 flip-flops and latches. Among all stages on the critical path, the maximum delay recorded is ~200 ps. The average instance in the mapped netlist occupies around 7 µm². The area of all placed cells without fillers is between 800 and 900 µm².

The final-layout clock buffer total is 0. The initial utilization of the core area, before any placement, comes to 6.74%. After technology mapping, the gate count stands at 33. Data on the critical path arrives at its endpoint at between 900 and 1000 ps. The final reports fail on negative setup slack. Summing over the stages, the warning tally comes to 34. In the routed layout, each cell is associated on average with a via count of around 3.6. For reference, the final report shows the hold violation count at 0. The register area is 0 µm².

The most numerous cell type found on the critical path is buf_6. The area added between synthesis and finish is 272%. The global-route usage over all layers is under 10%. The cell area after placement is around 770 µm².

The count of boundary I/O pins is around 44. The floorplan step defined a core boundary enclosing about 3400 µm². The tally of max-capacitance violations is 0.

After global routing the overflow that remains totals 0. The leakage component of the power was reported as about 0.42 nW. Once detailed placement completed, the half-perimeter wirelength came to around 1500 µm. The max-slew violation total from the final report is 0.

The routed wire length per instance is approximately 13 µm. The via count of the first global-routing pass is approximately 470. The detailed-router iteration count before antenna repair is 3. Measured along the x axis, the die boundary spans roughly 80 µm. The report shows a maximum critical-path fanout of 2. Looking at the critical path, the single cell with the biggest stage delay is a221oi_2.

The final weighted congestion of routability-driven global placement is 0.824. The synthesized design spends more area on one cell type than any other, namely a22oi_1. Across all layers, the routed design uses between 400 and 500 vias. The peak supply drop is between 0.08 and 0.09 mV. Per the synthesis report, the number of distinct cell types is 15. The total standard cell area after synthesis is between 200 and 250 µm².

The final layout contains routed wiring with a total length of about 1800 µm. The path type of the worst setup path is primary input to output port. The worst hold-check path type is primary input to output port.

The cell sequence reported for the critical path is buf_8, nor2b_4, buf_6, buf_6, a22oi_2, a221oi_2, buf_2. The y dimension of the die is 80 µm. For the finished layout, the period the worst path requires is approximately 1200 ps. For the pin with the worst max-slew slack, the measured transition is a little under 200 ps. The number of warning messages in the yosys log is 1. According to the floorplan report, the total die area is between 6000 and 7000 µm². The data required time reported for the critical path is roughly 800 ps. The part of the Yosys area used for sequential elements is 0%. The total design power is 0.000313 W. The first global-routing pass estimated 2570 µm of wire.

Across all hold checks on the routed design, the worst slack comes to between 700 and 800 ps. The startpoint type of the worst setup path is a primary input. The hold buffer count at CTS is 0. The row count is 21. The proportion of layout cells with a drive suffix above 1 is around half. The number of antenna violations at the first check in global routing is 0. Entering global routing, the biggest net connects 9 pins.

The final period utilization is 118%. Per the post-route antenna check, the number of violating nets is 0. The max-slew headroom at the worst pin is between 80% and 90%. Timing would allow up to 0.851 GHz. The detailed-route DRC error count is 0. After routing, the total negative slack on setup checks comes to -1010 ps.

The total of buffers placed on input and output ports is around 44. In the Yosys report the total cell count is 33. The repair_antennas step left the layout with diodes totalling 0.

The final setup violation count is 8. For this block, the initial DRC count from the detailed router was 6. Yosys reports a chip area of approximately 230 µm². The power density normalized to cell area is around 370 nW/µm². Before CTS, the worst setup slack after placement is -945 ps. The endpoint type of the worst setup path is an output port. The flow ran to the end, but the final reports show violations. For reference, the top cells by area after synthesis are a22oi_1 (20%), o22ai_1 (19%), a21oi_1 (13%).

Setup repair after global routing could not meet its margin everywhere. After layout, the worst setup slack is -176 ps. Yosys reports that the leading cell type by area covers about 20% of the netlist area.
[logic make-up after synthesis]
logic type             Yosys count  share of synthesized area [%]
buffers and inverters            5                           15.2
AND/OR/NAND/NOR                  6                           18.5
AND-OR/OR-AND                   22                           66.3
[per-stage QoR]
| step | std cells | utilization (%) |
|---|---|---|
| after floorplan | 33 | - |
| final | 133 | 25.1 |
| after global placement | 129 | 22.5 |
| after CTS | 133 | 23.2 |
| after detailed placement | 129 | 22.5 |
| after global routing | 133 | 25.1 |
[path summary, 6_finish.rpt]
check | end | start | slack (ps) | cells past startpoint
min | out_l[3] | cmp_l[3] | 770 | 4
max | out_l[2] | button_max | -180 | 7
[critical path, delay by kind of cell]
family                 cells  cell delay (ps)
buffers and inverters      4              420
AOI/OAI and AO/OA          2              250
and+or+nand+nor            1              110
[cell type report]
cell class         count  area, µm²
fillers              377       2560
repair buffers        57        507
multi-input cells     28        284
well taps             46       57.6
inverters              2       7.51
[where the power goes]
part           internal [W]  switching (W)  leakage [nW]
clock network             0              0             0
registers                 0              0             0
logic              0.000204       0.000109         0.422
total              0.000204       0.000109         0.422
[cell usage after synthesis, drive strengths merged]
library cell,instances
nand2b,1
inv,2
nor3b,1
o22ai,7
nand3b,1
a22oi,7
a31oi,1
a21oi,6
nor2b,1
nand2,1
buf,3
a221oi,1
nor2,1
[layout by cell type (no fill, tap or decap)]
| master | instances |
|---|---|
| o22ai_1 | 2 |
| a21oi_2 | 2 |
| inv_2 | 1 |
| nand2_1 | 1 |
| nand2b_4 | 1 |
| dlymetal6s2s_1 | 6 |
| a221oi_2 | 1 |
| buf_8 | 2 |
| buf_6 | 6 |
| nor2b_4 | 1 |
| nand3b_1 | 1 |
| a21oi_1 | 4 |
| clkdlybuf4s50_1 | 1 |
| a31oi_1 | 1 |
| a22oi_2 | 7 |
| buf_4 | 8 |
| dlygate4sd2_1 | 25 |
| nor2_4 | 1 |
| nor3b_2 | 1 |
| inv_1 | 1 |
| buf_2 | 9 |
| o22ai_2 | 5 |
[repair_timing]
| item | CTS | global route |
|---|---|---|
| setup endpoints to repair | 8 | 8 |
| setup buffers | 4 | 1 |
| gates resized | 85 | 18 |
| pin swaps | 20 | 13 |
[per-layer routing]
metal | vias up | wire length, µm | track usage (%)
met5 | - | 0 | 0
met1 | 210 | 808 | 6.13
li1 | 246 | - | -
met4 | 0 | 0 | 0
met2 | 23 | 819 | 8.83
met3 | 0 | 144 | 1.25
Power and IR drop assume default switching activity.
