$ cat design/flow/run.sh
#!/bin/bash
# OpenROAD 26Q1-2900-gdf79404cd8, Yosys 0.63+post, stock flow scripts
make -C /OpenROAD-flow-scripts/flow DESIGN_CONFIG=/design/flow/config.mk WORK_HOME=/design/flow/orfs finish
$ cat design/flow/config.mk
export PLATFORM = sky130hd
export DESIGN_NAME = adder
export DESIGN_NICKNAME = adder
export VERILOG_FILES = /design/flow/design.v
export SDC_FILE = /design/flow/constraint.sdc
export NUM_CORES = 4
export LEC_CHECK = 1
export CORE_AREA = 10 10 70 70
export DIE_AREA = 0 0 80 80
$ cat design/flow/constraint.sdc
current_design adder

set clk_period 5.2
set clk_io_pct 0.2

create_clock -name clk0 -period $clk_period

set non_clock_inputs [all_inputs -no_clocks]
set_input_delay [expr $clk_period * $clk_io_pct] -clock clk0 $non_clock_inputs
set_output_delay [expr $clk_period * $clk_io_pct] -clock clk0 [all_outputs]
$ cat design/flow/design.v
module adder(
    add_num1,   
    add_num2,   
    add_high,   
    add_low ,   
    add         
);
    input        [3:0]  add_num1;
    input        [3:0]  add_num2;
    output  reg  [3:0]  add_high;
    output  reg  [3:0]  add_low ;
    input               add     ;
            reg  [7:0]  expand  ;
    always @(*)
    begin
        expand = {4'b0000, add_num1} + {4'b0000, add_num2};
        if (expand > 8'b00011101)
            begin
                {add_high, add_low} = expand + 8'b00010010;
            end
        else if (expand > 8'b00010011)
            begin
                {add_high, add_low} = expand + 8'b00001100;
            end
        else if (expand > 8'b00001001)
            begin
                {add_high, add_low} = expand + 8'b00000110;
            end
        else
            begin
                {add_high, add_low} = expand              ;
            end
    end
endmodule
==> run summary <==
Implementation numbers.

- The run finished with clean final reports.
- Summing over the stages, the warning tally comes to 34.
- The share of synthesized cell area in and, or, nand and nor gates is 21.0%.
- Summed over its instances, the top area cell type makes up 21.0% of the synthesized netlist area.
- The worst setup path is captured at an output port.
- The most common cell after layout, fill and taps aside is sky130_fd_sc_hd__clkdlybuf4s50_1.
- The pin closest to its max-slew limit shows a slew of 517 ps.
- The number of post-CTS setup repair buffers reads 0.
- STA classifies the critical path startpoint as an input pin.
- The part of the power in registers reads 0%.
- According to the timing report, the data required time at the worst endpoint equals 4160 ps.
- The detailed router's first-iteration violation count is 4.
- On met3, the global router reports a usage of 0.568%.
- The net switching power is 0.0413 mW.
- The die boundary width reads 80 um.
- The per-cell via count in the routed design reads 3.82.
- The type recorded for the worst min-delay path is in2out.
- The ratio of total power to cell area reads 165 nW/um2.
- After legalization and detailed placement, the total HPWL measured 895 um.
- The part of the total power dissipated in the clock network is 0%.
- The combined flip-flop and latch cell area reads 0 um2.
- The overall track demand over capacity in global routing is 3.21%.
- The main area contributors are sky130_fd_sc_hd__ha_1, sky130_fd_sc_hd__a21oi_1, sky130_fd_sc_hd__o21ai_0.
- The final weighted congestion of routability-driven global placement reads 0.898.
- The worst-case headroom to the max-slew limit is 65.3%.
- Of all nets on the critical path, the largest fanout is 8.
- The analysis reports a worst IR drop on VDD of 43.8 uV.
- The number of global-route vias before repair was 404.
- The worst hold margin reads 3170 ps.
- The share of synthesized cell area in and-or and or-and compound cells reads 31.8%.
- The initial core utilization is 10.5%.
- The core region area is 3420 um2.
- The met2 usage is 5.86%.
- The number of inserted diodes is 0.
- The pin count of the biggest net entering global routing is 9.
- The number of rows in the core area reads 21.
- In the synthesized netlist, the number of instances is 51.
- The biggest area contributor in the post-synthesis netlist is sky130_fd_sc_hd__ha_1.
- The number of antenna violations at the first check in global routing reads 0.
- The critical setup path kind is in2out.
- The Yosys chip area reads 358 um2.
- In this run, the combinational gates consume 100.0% of the power.
- The overall routed net length reads 992 um.
- The remaining global-route overflow reads 0.
- The worst-case hold path end point is add_low[0].
- The static leakage power is 0.216 nW.
- The boundary pin count reads 17.
- The detail route stage leaves a number of antenna-violating nets equal to 0.
- The global-route wire length before repair is 1800 um.
- The area fraction in xor and xnor cells is 9.44%.
- Cell internal power was estimated by the tool at 0.0481 mW.
- In the synthesized netlist, mux cells make up 2.80% of the area.
- The share of the cycle needed by the critical path after routing reads 95.6%.
- After synthesis, the largest family of logic cells by area is AND-OR/OR-AND gates.
- The number of buffers inserted by port buffering is 14.
- The detailed-router iteration count before antenna repair reads 3.
- The design has 0 sequential cells.
- The count of instances resized after the clock tree is built is 0.
- The most used routing layer in global routing reads met2.
- The maximum clock rate is 201 MHz.
- At the worst endpoint, the arrival time is 3930 ps.
- The fraction of power spent switching nets is 46.2%.
- The yosys warning tally is 1.
- The number of vias in the routed layout is 416.
- A synthesized cell averages 7.02 um2.
- The synthesized-area fraction occupied by adder cells is 26.6%.
- The fraction of layout instances using a drive strength above 1 is 6.35%.
- The number of pins exceeding their max-slew limit in the final report is 0.
- The post-route setup TNS is 0 ps.
- Per the detail_route report, routed wire per instance is 9.10 um.
- The number of cells traversed by the worst hold path reads 3.
- After detailed routing, the number of remaining DRC violations is 0.
- The routing usage on met1 reads 4.04%.
- The sequential cell area fraction in the yosys report reads 0%.
- The cell area that synthesis handed to floorplanning was 358 um2.
- The chip height reads 80 um.
- After floorplanning, the die was sized to cover 6400 um2.
- Clock buffers in the final layout number 0.
- The number of distinct library cells after synthesis reads 27.
- Ranking logic cells in the layout by count gives the top entries sky130_fd_sc_hd__clkdlybuf4s50_1, sky130_fd_sc_hd__o21ai_0, sky130_fd_sc_hd__a21oi_1, sky130_fd_sc_hd__ha_1, sky130_fd_sc_hd__nand2_1.
- In the final report, the number of endpoints failing setup comes to 0.
- The final layout report lists a filler cell count of 399.
- The launch instance of the worst min-delay path reads add_num2[0].
- The count of final hold-check violations is 0.
- Per the run summary, max-cap violations total 0.
- Between the synthesized netlist and the finished layout, the area growth was recorded as 51.0%.
- Setup repair after global routing left no endpoint under its margin.
- The number of standard cells reported by yosys reads 51.
- For this design, the CTS-stage hold fixing added 0 buffers.
- The routed design could run at a clock period as short as 4970 ps.
## cell type report
cell class                 instances  area (um2)  area share, %
inverter                           2        7.51           1.39
multi-input combinational         47         335           62.0
tap                               46        57.6           10.6
timing repair buffer              14         140           25.9
## metal layers
layer  vias up  wire, um
met5         -         0
met4         0         0
met3         0        60
met2        13       472
met1       189       459
li1        214         -
## cells by family after synthesis
kind of cell / after synthesis
compound gates: 19
other cells: 1
xor+xnor: 3
mux: 1
buf+inv: 5
fa+ha+maj: 7
simple gates: 15
## how the worst max path moves through the flow
stage	start	end	slack, ps	cells after the start
final	add_num1[0]	add_low[1]	230	9
after global routing	add_num1[0]	add_low[2]	60	11
after CTS	add_num1[0]	add_low[1]	190	9
## synth_stat cells
| master | count |
|---|---|
| sky130_fd_sc_hd__nor2_1 | 3 |
| sky130_fd_sc_hd__o2111ai_1 | 1 |
| sky130_fd_sc_hd__a32oi_1 | 1 |
| sky130_fd_sc_hd__or4_1 | 1 |
| sky130_fd_sc_hd__o21ai_0 | 6 |
| sky130_fd_sc_hd__a31oi_1 | 2 |
| sky130_fd_sc_hd__mux2i_1 | 1 |
| sky130_fd_sc_hd__xor2_1 | 1 |
| sky130_fd_sc_hd__xnor2_1 | 1 |
| sky130_fd_sc_hd__ha_1 | 6 |
| sky130_fd_sc_hd__a21o_1 | 1 |
| sky130_fd_sc_hd__and2_1 | 1 |
| sky130_fd_sc_hd__fa_1 | 1 |
| sky130_fd_sc_hd__clkbuf_1 | 1 |
| sky130_fd_sc_hd__nand3_1 | 1 |
| sky130_fd_sc_hd__conb_1 | 1 |
| sky130_fd_sc_hd__inv_2 | 1 |
| sky130_fd_sc_hd__nand2b_1 | 1 |
| sky130_fd_sc_hd__a21oi_1 | 6 |
| sky130_fd_sc_hd__buf_4 | 2 |
| sky130_fd_sc_hd__inv_1 | 1 |
| sky130_fd_sc_hd__a21oi_2 | 1 |
| sky130_fd_sc_hd__and3_1 | 2 |
| sky130_fd_sc_hd__xnor2_2 | 1 |
| sky130_fd_sc_hd__o21a_1 | 1 |
| sky130_fd_sc_hd__and3_2 | 1 |
| sky130_fd_sc_hd__nand2_1 | 5 |
## power groups by stage
stage	combinational (mW)	clock [mW]	sequential, mW
CTS	0.0908	0	0
global route	0.101	0	0
finish	0.0895	0	0
## critical path, cell delays in order
cell and delay, ps:
sky130_fd_sc_hd__clkdlybuf4s50_1 410, sky130_fd_sc_hd__ha_1 230, sky130_fd_sc_hd__fa_1 430, sky130_fd_sc_hd__xnor2_2 230
sky130_fd_sc_hd__ha_1 250, sky130_fd_sc_hd__and3_1 210, sky130_fd_sc_hd__or4_1 400, sky130_fd_sc_hd__a32oi_1 230
sky130_fd_sc_hd__clkdlybuf4s50_1 510
## stage by stage
stage | worst slack, ps | instances | area, um2 | utilization, % | power [mW]
3_3_place_gp | 241 | 109 | 541 | 15.8 | 0.0888
3_5_place_dp | 215 | 109 | 541 | 15.8 | 0.0905
2_1_floorplan | 1350 | 52 | 362 | - | 0.0504
4_1_cts | 191 | 109 | 541 | 15.8 | 0.0908
6_report | 227 | 109 | 541 | 15.8 | 0.0895
5_1_grt | 62.0 | 109 | 541 | 15.8 | 0.101
Power is estimated from default activity; no workload was simulated.
